File: /design/flow/run.sh
#!/bin/bash
# OpenROAD 26Q1-2900-gdf79404cd8, Yosys 0.63+post, stock flow scripts
make -C /OpenROAD-flow-scripts/flow DESIGN_CONFIG=/design/flow/config.mk WORK_HOME=/design/flow/orfs finish
File: /design/flow/config.mk
export PLATFORM = sky130hd
export DESIGN_NAME = adder
export DESIGN_NICKNAME = adder
export VERILOG_FILES = /design/flow/design.v
export SDC_FILE = /design/flow/constraint.sdc
export NUM_CORES = 4
export LEC_CHECK = 1
export CORE_UTILIZATION = 40
File: /design/flow/constraint.sdc
current_design adder

set clk_period 10.5
set clk_io_pct 0.2

create_clock -name clk0 -period $clk_period [get_ports {clk_i}]

set non_clock_inputs [all_inputs -no_clocks]
set_input_delay [expr $clk_period * $clk_io_pct] -clock clk0 $non_clock_inputs
set_output_delay [expr $clk_period * $clk_io_pct] -clock clk0 [all_outputs]
File: /design/flow/design.v
module adder
  (input         clk_i
  ,input  [31:0] a_i
  ,input  [31:0] b_i
  ,output [31:0] y_o);
  logic [31:0] ar, br;
  always_ff @(posedge clk_i) begin
    ar <= a_i;
    br <= b_i;
  end
  logic [31:0] yr;
  always_ff @(posedge clk_i)
    yr <= ar + br;
  assign y_o = yr;
endmodule
==> results.sh <==
# yosys + openroad results
export IMPL_drc=12
export IMPL_max_slew_margin=0.652
export IMPL_critPathCaptureType="primary output"
export IMPL_fp_dieW_um=97.8
export IMPL_antenna_cells=0
export IMPL_ys_seq_frac=0.524
export IMPL_io_pins=97
export IMPL_rrSetupSlack_ns=8.03
export IMPL_fp_util=0.417
export IMPL_async_flop_share=0
export IMPL_drt_total_wl_um=6730
export IMPL_num_vias=2686
export IMPL_r2r_end="yr[26]"
export IMPL_synthesis_area_um2=3670
export IMPL_violations="design-rule violations"
export IMPL_hpwl_um=5240
export IMPL_ys_flops=96
export IMPL_antenna_found_initial=0
export IMPL_cp_top_family="buffers and inverters"
export IMPL_hold_start="br[0]"
export IMPL_hp_class="reg2reg"
export IMPL_syn_instance_count=336
export IMPL_grt_use_total=0.153
export IMPL_rows=34
export IMPL_finalCriticalPeriod_ns=3.24
export IMPL_setup_violations=0
export IMPL_grt_pass1_vias=2598
export IMPL_gr_total_overflow=0
export IMPL_cts_buffer_depth=2
export IMPL_setup_slack_ns=7.26
export IMPL_crit_chain="clkdlybuf4s50_1"
export IMPL_finClkSkew_ns=0.00852
export IMPL_worst_ep_arrival_time_ns=1.14
export IMPL_synth_distinct_cells=52
export IMPL_yosys_cells=336
export IMPL_die_y_um=97.8
export IMPL_p_leak_uw=0.00210
export IMPL_tightest_slew_ns=0.509
export IMPL_numCtsBuffers=9
export IMPL_postCtsSetupRepairBufs=0
export IMPL_ir_worst_vdd_uv=74.1
export IMPL_clock_fmax_mhz=309
export IMPL_cellPowerDensity_nw_per_um2=172
export IMPL_path_max_fanout=1
export IMPL_max_stage_delay_ns=0.48
export IMPL_critical_path_buf_inv_count=1
export IMPL_min_period_over_period=0.309
export IMPL_cp_data_required_time_ns=8.40
export IMPL_cts_root_buf="clkbuf_8"
export IMPL_dp_slack_ns=7.63
export IMPL_slowest_stage="clkdlybuf4s50_1"
export IMPL_viasPerCell=4.93
export IMPL_rsz0062_at_grt="no"
export IMPL_grt_pass1_wl_um=11600
export IMPL_grt_max_degree=16
export IMPL_p_total_uw=849
export IMPL_drive_above_1_share=0.0526
export IMPL_ant_nets=0
export IMPL_fin_setup_tns_ns=0
export IMPL_dr_pass1_iters=45
export IMPL_yosysWarnings=1
export IMPL_coreArea_um2=8810
export IMPL_reg2regPathDepth=9
export IMPL_dpl_cell_count=530
export IMPL_lay_top_cells="dfxtp_1, clkdlybuf4s50_1, ha_1"
export IMPL_syn_to_final_growth_pct=34.7
export IMPL_top_cell_area_share=0.524
export IMPL_warnings=25
export IMPL_ff_type="dfxtp_1"
export IMPL_h_tree_depth=3
export IMPL_crit_start="yr[13]"
export IMPL_slew_violations=0
export IMPL_clk_latency_ns=0.35
export IMPL_top_area_cell="dfxtp_1"
export IMPL_whs_path_depth=1
export IMPL_hold_end="yr[0]"
export IMPL_final_instance_count_excl_fill=545
export IMPL_yosys_stat_area_um2=3670
export IMPL_place_congestion=0.902
export IMPL_cts_sinks=96
export IMPL_path_class="reg2out"
export IMPL_post_cts_resized=0
export IMPL_topCellsByArea="dfxtp_1, ha_1, a21oi_1"
export IMPL_edf_count=0
export IMPL_avgSynthCellArea_um2=10.9
export IMPL_cts_tree="yes"
export IMPL_cap_viol_max_count=0
export IMPL_portBuffers=96
export IMPL_outcome="complete, but fails checks"
export IMPL_ctsHoldBuffers=0
export IMPL_clk_pin_slew_ns=0.08
export IMPL_die_area_um2=9560
export IMPL_first_iter_violations=39
export IMPL_crit_path_start_kind="flip-flop"
export IMPL_r2r_start="ar[0]"
export IMPL_wl_per_cell_um=12.3
export IMPL_final_hold_violation_count=0
[state kept, by name, summed over array words and instances, names as in the netlist]
| signal | flops |
|---|---|
| ar | 32 |
| br | 32 |
| yr | 32 |
[worst max path at each step]
stage	depth (start not counted)	slack, ns	endpoint
final	1	7.26	y_o[13]
after CTS	1	7.22	y_o[13]
after global routing	1	7.19	y_o[13]
[where the power goes]
group / switching (µW) / total (µW) / internal [µW]
sequential: 10.1 / 414 / 404
clock: 116 / 255 / 139
combinational: 69.6 / 180 / 110
[cells in the mapped netlist, types with 2 or more instances]
cell type and count:
a211oi_1 3, a21o_1 19, a21oi_1 29, a311oi_1 2, a31oi_1 3, and3_1 2
buf_2 4, clkbuf_1 6, dfxtp_1 96, ha_1 31, inv_1 5, mux2i_1 2
nand2_1 19, nand2b_1 2, nand3_1 10, nand4_1 7, nor2_1 12, nor3_1 4
o211ai_1 2, o21a_1 2, o21ai_0 7, o21ai_1 7, o21bai_1 4, o221ai_1 2
o311ai_1 2, or2_2 2, xnor2_1 13, xor2_1 15
[logic make-up (layout without fill, tap and decap cells)]
logic type | after synthesis | after routing | share of synthesized area
adder cells (fa/ha/maj) | 32 | 32 | 0.111
buffers and inverters | 16 | 117 | 0.0177
AND-OR/OR-AND | 97 | 97 | 0.189
AND/OR/NAND/NOR | 65 | 65 | 0.0863
multiplexers | 2 | 2 | 0.00546
XOR/XNOR | 28 | 28 | 0.0668
flip-flops | 96 | 96 | 0.524
[metal layers]
metal  track usage  up-vias  part of all wire
met2         0.244       72              0.44
met1         0.227     1199              0.48
met3        0.0356        6             0.066
met5             0        -                 0
li1              -     1409                 -
met4        0.0210        0            0.0080
[layout make-up]
class	count	area, µm²
Clock inverter	5	81.3
Tap cell	108	135
Timing Repair Buffer	96	961
Fill cell	763	3860
Sequential cell	96	1920
Clock buffer	10	138
Multi-Input combinational cell	224	1680
Inverter	6	22.5
[through the flow]
step | cell area (µm²) | util | hold WS, ns
floorplan | 3670 | - | 0.420
global placement | 4720 | 0.536 | 0.434
detailed placement | 4720 | 0.536 | 0.434
CTS | 4940 | 0.561 | 0.469
global route | 4940 | 0.561 | 0.494
finish | 4940 | 0.561 | 0.461
No activity file was given, so power comes from the tool's default toggle rates.
